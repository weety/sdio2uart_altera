File: config.mk
export PLATFORM = sky130hd
export DESIGN_NAME = sdio_uart_top
export DESIGN_NICKNAME = sdio_uart_top
export VERILOG_FILES = /design/flow/design.v
export SDC_FILE = /design/flow/constraint.sdc
export NUM_CORES = 4
export LEC_CHECK = 1
export CORE_UTILIZATION = 30
File: constraint.sdc
current_design sdio_uart_top

set clk_period 5.5
set clk_io_pct 0.2

create_clock -name clk0 -period $clk_period [get_ports {clk}]
create_clock -name clk1 -period $clk_period [get_ports {sd_clk}]

set non_clock_inputs [all_inputs -no_clocks]
set_input_delay [expr $clk_period * $clk_io_pct] -clock clk0 $non_clock_inputs
set_output_delay [expr $clk_period * $clk_io_pct] -clock clk0 [all_outputs]
File: design.v
`timescale 1ns / 10ps
module ctrl(
	input rst,
	input clk,
	input txfull,
	output txen,
	output reg [7:0]dat_o,
	input [7:0]cmd_dat_i,
	input [31:0]arg_i,
	input finsh_i
    );
	parameter true = 1'b0, false = 1'b1;
	reg txe = false;
	assign txen = txe;
	reg [7:0] cmd_dat;
	parameter BUFF_LEN = 8;
	reg [7:0]dat_buff[BUFF_LEN-1:0];
	integer buff_len;
	integer ptr;
	reg ienbuf = 1'b0;
	wire negedge_ien = ienbuf & ~finsh_i;
	parameter IDLE = 3'd1, PARSE_CMD = 3'd2, TXDAT = 3'd3, TXWAIT = 3'd4, TXFINSH = 3'd5;
	reg [2:0]ctrstate = IDLE;
	always @(posedge clk) begin
		cmd_dat <= cmd_dat_i;
	end
	always @(posedge clk or negedge rst) begin
		if (rst == 1'b0) begin
			ienbuf <= 1'b0;
		end
		else begin
			ienbuf <= finsh_i;
		end
	end
	always @(posedge clk or negedge rst) begin
		if(rst == 1'b0) begin
			txe <= 1'b0;
			ctrstate <= IDLE;
			buff_len <= 0;
			ptr <= 0;
		end
		else begin
			case(ctrstate)
				IDLE: begin
					txe <= 1'b0;
					ptr <= 0;
					if(negedge_ien && (txfull == false)) begin
						ctrstate <= PARSE_CMD;
					end
				end
				PARSE_CMD: begin
					if (cmd_dat == 25 || cmd_dat == 18) begin
						dat_buff[0] <= 8'hf0;
						dat_buff[1] <= cmd_dat;
						dat_buff[2] <= arg_i[31:24];
						dat_buff[3] <= arg_i[23:16];
						dat_buff[4] <= arg_i[15:8];
						dat_buff[5] <= arg_i[7:0];
						dat_buff[6] <= 8'hff;
						buff_len <= 7;
					end
					else begin
						dat_buff[0] <= cmd_dat;
						buff_len <= 1;
					end
					ctrstate <= TXDAT;
				end
				TXDAT: begin
					if (ptr < buff_len) begin
						txe <= 1'b1;
						dat_o <= dat_buff[ptr];
						ctrstate <= TXWAIT;
					end
					else begin
						ctrstate <= TXFINSH;
					end
					ptr <= ptr + 1;
				end
				TXWAIT: begin
					txe <= 1'b0;
					ctrstate <= TXDAT;
				end
				TXFINSH: begin
					ctrstate <= IDLE;
				end
			endcase
		end
	end
endmodule
module lowpass(
	input clk,
	input lin,
	output lout
	);
	reg [3:0] lpbuf;
	always @ (posedge clk) begin lpbuf <= {lpbuf[2:0],lin}; end
	wire lin1 = & lpbuf;
	wire lin0 = | lpbuf;
	assign lout = (lin1 == 1'b1) ? 1'b1 : (lin0 == 1'b0) ? 1'b0 : lout;
endmodule
`timescale 1ns / 10ps
module sdio_sample(
		rst, 
		sd_clk, 
		cmd_i, 
		cmd_o, 
		arg_o,
		finsh_o,
		status
		);
input rst;
input sd_clk;
input cmd_i;
output reg [7:0]cmd_o;
output reg [32:0]arg_o;
output reg finsh_o;
output reg [7:0] status;
parameter INIT_DELAY = 4;
parameter BITS_TO_SEND = 48;
parameter CMD_SIZE = 48;
parameter RESP_SIZE = 136;
parameter MAXLAT = 64;
reg cmd_dat_reg;
reg [CMD_SIZE-1:0] cmd_buff;
reg [RESP_SIZE-1:0] resp_buff;
integer resp_cnt;
integer counter;
integer resp_len;
reg with_response;
reg [6:0]capstate;
reg [6:0]next_st;
parameter IDLE = 7'h01, FOUND_START = 7'h02, FOUND_CMD = 7'h04, WAIT_RESP = 7'h08, 
		FOUND_RESP = 7'h10, FINSH_CAP = 7'h20;
always @(posedge sd_clk)
	cmd_dat_reg <= cmd_i;
always @(capstate or cmd_dat_reg or counter or with_response or resp_len)
begin
	case(capstate)
		IDLE: begin
			if (!cmd_dat_reg)
				next_st <= FOUND_START;
			else
				next_st <= IDLE;
		end
		FOUND_START: begin
			if (cmd_dat_reg)
				next_st <= FOUND_CMD;
			else
				next_st <= IDLE;
		end
		FOUND_CMD: begin
			if (counter >= CMD_SIZE)
				if (with_response)
					next_st <= WAIT_RESP;
				else
					next_st <= FINSH_CAP;
			else
				next_st <= FOUND_CMD;
		end
		WAIT_RESP: begin
			if (resp_cnt < MAXLAT) begin
				if (!cmd_dat_reg)
					next_st <= FOUND_RESP;
				else
					next_st <= WAIT_RESP;
			end
			else begin
				next_st <= FINSH_CAP;
			end
		end
		FOUND_RESP: begin
			if (counter >= resp_len)
				next_st <= FINSH_CAP;
			else
				next_st <= FOUND_RESP;
		end
		FINSH_CAP: begin
			next_st <= IDLE;
		end
		default: begin
			next_st <= IDLE;
		end
	endcase
end
always @(posedge sd_clk or negedge rst)
begin
	if (!rst)
		capstate <= IDLE;
	else
		capstate <= next_st;
end
always @(posedge sd_clk or negedge rst)
begin
	if (!rst) begin
		cmd_o <= 0;
		arg_o <= 0;
		finsh_o <= 0;
		resp_cnt <= 0;
		counter <= 0;
		with_response <= 0;
		status <= 0;
	end
	else begin
		status <= capstate;
		case (capstate)
			IDLE: begin
				finsh_o <= 0;
				resp_cnt <= 0;
				counter <= 2;
				cmd_buff[CMD_SIZE-1] <= cmd_dat_reg;
			end
			FOUND_START: begin
				cmd_buff[CMD_SIZE-2] <= cmd_dat_reg;
			end
			FOUND_CMD: begin
				if (counter < CMD_SIZE)
					cmd_buff[(CMD_SIZE-1-counter)] <= cmd_dat_reg;
				else begin
					if (cmd_buff[45:40] != 6'd0) begin
						with_response <= 1'b1;
						counter <= 0;
					end
					else
						with_response <= 1'b0;
				end
				counter <= counter + 1;
			end
			WAIT_RESP: begin
				case(cmd_buff[45:40])
					6'd2: resp_len <= 136;  
					6'd9: resp_len <= 136;  
					default: resp_len <= 48;
				endcase
				counter <= 1;
				resp_buff[RESP_SIZE-1] <= cmd_dat_reg;
				resp_cnt <= resp_cnt + 1;
			end
			FOUND_RESP: begin
				if (counter < resp_len)
					resp_buff[(RESP_SIZE-1-counter)] <= cmd_dat_reg;
				counter <= counter + 1;
			end
			FINSH_CAP: begin
					cmd_o <= cmd_buff[45:40];
					arg_o <= cmd_buff[39:8];
					finsh_o <= 1;
					counter <= 0;
			end
		endcase
	end
end
endmodule
`timescale 1ns / 10ps
module sdio_uart_top(
	input rst,
	input clk,
	input rxd,
	output txd,
	input sd_clk,
	input cmd_i,
	output finsh
    );
	wire [7:0]cmd_o;
	wire [31:0]arg_o;
	wire finsh_o;
	wire [3:0]dat_o;
	wire [7:0]status;
	parameter true = 1'b0, false = 1'b1;
	wire [7:0] dat;
	wire txen, rdrxd, txfull, txempty, rxfull, rxempty;
	assign finsh = txfull;
	ctrl sdio_ctrl(
		.rst(rst),
		.clk(clk),
		.txfull(txfull),
		.txen(txen),
		.dat_o(dat_o),
		.cmd_dat_i(cmd_o),
		.arg_i(arg_o),
		.finsh_i(finsh_o)
		);
	sdio_sample sdio_sam(
		.rst(rst), 
		.sd_clk(sd_clk), 
		.cmd_i(cmd_i), 
		.cmd_o(cmd_o), 
		.arg_o(arg_o),
		.finsh_o(finsh_o),
		.status(status)
		);
	uart8n1_rx rx(
		.rst(rst),
		.clk(clk),
		.rxd(rxd), 
		.rxen(true),
		.divp(50_000_000/115_200),  
		.rdrxd(rdrxd),
		.dat(dat),
		.rxfull(rxfull),
		.rxempty(rxempty)
		);
	uart8n1_tx tx(
		.rst(rst),
		.clk(clk),
		.dat(dat_o),
		.txen(txen),
		.divp(50_000_000/115_200),   
		.txd(txd),
		.txfull(txfull),
		.txempty(txempty)
		);
endmodule
module fifo8x15(
	input rst,
	input clk,
	input ien,
	input oen,
	input [7:0] idat,
	output [7:0] odat,
	output full,
	output empty
	);
	parameter true = 1'b0, false = 1'b1;
	reg [7:0] mem [0:15];
	reg [3:0] wraddr = {4{1'b0}};
	reg [3:0] rdaddr = {4{1'b0}};
	wire [3:0] datnum = wraddr - rdaddr;
	assign empty = datnum == {4{1'b0}} ? true : false;
	assign full  = datnum == {4{1'b1}} ? true : false;
	reg [7:0] odatq;
	assign odat = odatq;
	reg ienbuf = 1'b0, oenbuf = 1'b0;
	wire negedge_ien = ienbuf & ~ien;
	wire negedge_oen = oenbuf & ~oen;
	always @ (posedge clk or negedge rst) begin 
		if(rst == 1'b0) begin  
			ienbuf <= 1'b0;
			oenbuf <= 1'b0;
			end
		else begin  
			ienbuf <= ien;
			oenbuf <= oen;
			end
		end
	always @ (posedge clk or negedge rst) begin
		if(rst == 1'b0) begin  
			wraddr <= {4{1'b0}};
			rdaddr <= {4{1'b0}};
			end
		else begin
			if(negedge_ien && full == false) begin  
				mem[wraddr] <= idat;
				wraddr <= wraddr + 1'b1;
				end
			if(negedge_oen && empty == false) begin  
				odatq <= mem[rdaddr];
				rdaddr <= rdaddr + 1'b1;
				end
			end
		end
endmodule
module uart8n1_rx(
	input rst,
	input clk,
	input rxd,
	input rxen,
	input [15:0] divp,
	input rdrxd,
	output [7:0] dat,
	output rxfull,
	output rxempty
	);
	parameter true = 1'b0, false = 1'b1;
	reg [7:0] rxdata;
	wire [7:0] rxdat = rxdata;
	reg dready;
	wire ien = dready;
	wire rxdlpo;
	fifo8x15 rxfifo(
		.rst(rst),
		.clk(clk),
		.ien(ien),
		.oen(rdrxd),
		.idat(rxdat),
		.odat(dat),
		.full(rxfull),
		.empty(rxempty)
		);
	lowpass lp(
		.clk(clk),
		.lin(rxd),
		.lout(rxdlpo)
		);
	reg [15:0] divcnt = 16'b0;
	parameter IDLE = 4'h1, RXSTART = 4'h2, RXBIT0 = 4'h3, RXBIT1 = 4'h4, RXBIT2 = 4'h5, RXBIT3 = 4'h6, 
			 RXBIT4 = 4'h7, RXBIT5 = 4'h8, RXBIT6 = 4'h9, RXBIT7 = 4'hA, RXSTOP = 4'hB;
	reg [3:0] rxstate = IDLE;
	always @ (posedge clk or negedge rst) begin
		if(rst == 1'b0) begin
			dready <= false;
			divcnt <= 16'b0;
			rxstate <= IDLE;
			end
		else begin
			case(rxstate)
				IDLE: begin
					dready <= false;
					if(rxen == true && rxdlpo == 1'b0) begin
						divcnt <= 16'b0;
						rxstate <= RXSTART;
						end
					end
				RXSTART: begin
					if(divcnt == divp[15:1]) begin
						divcnt <= 16'b0;
						if(rxdlpo == 1'b0) rxstate <= RXBIT0;
						else rxstate <= IDLE;
						end
					else begin
						divcnt <= divcnt + 1'b1;
						end
					end
				RXBIT0: begin
					if(divcnt == divp) begin
						rxdata[0] <= rxdlpo;
						divcnt <= 16'b0;
						rxstate <= RXBIT1;
						end
					else begin
						divcnt <= divcnt + 1'b1;
						end
					end
				RXBIT1: begin
					if(divcnt == divp) begin
						rxdata[1] <= rxdlpo;
						divcnt <= 16'b0;
						rxstate <= RXBIT2;
						end
					else begin
						divcnt <= divcnt + 1'b1;
						end
					end
				RXBIT2: begin
					if(divcnt == divp) begin
						rxdata[2] <= rxdlpo;
						divcnt <= 16'b0;
						rxstate <= RXBIT3;
						end
					else begin
						divcnt <= divcnt + 1'b1;
						end
					end
				RXBIT3: begin
					if(divcnt == divp) begin
						rxdata[3] <= rxdlpo;
						divcnt <= 16'b0;
						rxstate <= RXBIT4;
						end
					else begin
						divcnt <= divcnt + 1'b1;
						end
					end
				RXBIT4: begin
					if(divcnt == divp) begin
						rxdata[4] <= rxdlpo;
						divcnt <= 16'b0;
						rxstate <= RXBIT5;
						end
					else begin
						divcnt <= divcnt + 1'b1;
						end
					end
				RXBIT5: begin
					if(divcnt == divp) begin
						rxdata[5] <= rxdlpo;
						divcnt <= 16'b0;
						rxstate <= RXBIT6;
						end
					else begin
						divcnt <= divcnt + 1'b1;
						end
					end
				RXBIT6: begin
					if(divcnt == divp) begin
						rxdata[6] <= rxdlpo;
						divcnt <= 16'b0;
						rxstate <= RXBIT7;
						end
					else begin
						divcnt <= divcnt + 1'b1;
						end
					end
				RXBIT7: begin
					if(divcnt == divp) begin
						rxdata[7] <= rxdlpo;
						divcnt <= 16'b0;
						rxstate <= RXSTOP;
						end
					else begin
						divcnt <= divcnt + 1'b1;
						end
					end
				RXSTOP: begin
					if(divcnt == divp) begin
						divcnt <= 16'b0;
						rxstate <= IDLE;
						if(rxdlpo == 1'b1) begin
							dready <= true;
							end
						end
					else begin
						divcnt <= divcnt + 1'b1;
						end
					end
			endcase
			end
		end
endmodule
module uart8n1_tx(
	input rst,
	input clk,
	input [7:0] dat,
	input txen,
	input [15:0] divp,
	output reg txd,
	output txfull,
	output txempty
	);
	parameter true = 1'b0, false = 1'b1;
	wire [7:0] txdat;
	reg rdfifo = false;
	fifo8x15 txfifo(
		.rst(rst),
		.clk(clk),
		.ien(txen),
		.oen(rdfifo),
		.idat(dat),
		.odat(txdat),
		.full(txfull),
		.empty(txempty)
		);
	reg [15:0] divcnt = 16'b0;
	parameter IDLE = 4'h1, TXSTART = 4'h2, TXBIT0 = 4'h3, TXBIT1 = 4'h4, TXBIT2 = 4'h5, TXBIT3 = 4'h6, 
	          TXBIT4 = 4'h7, TXBIT5 = 4'h8, TXBIT6 = 4'h9, TXBIT7 = 4'hA, TXSTOP = 4'hB;
	reg [3:0] txstate = IDLE;
	always @ (posedge clk or negedge rst) begin
		if(rst == 1'b0) begin
			txd <= 1'b1;
			rdfifo <= false;
			divcnt <= 16'b0;
			txstate <= IDLE;
			end
		else begin
			case(txstate)
				IDLE: begin
					txd <= 1'b1;
					if(txempty == false) begin
						rdfifo <= true;
						divcnt <= 16'b0;
						txstate <= TXSTART;
						end
					end
				TXSTART: begin
					txd <= 1'b0;
					rdfifo <= false;
					if(divcnt == divp) begin
						divcnt <= 16'b0;
						txstate <= TXBIT0;
						end
					else begin
						divcnt <= divcnt + 1'b1;
						end
					end
				TXBIT0: begin
					txd <= txdat[0];
					if(divcnt == divp) begin
						divcnt <= 16'b0;
						txstate <= TXBIT1;
						end
					else begin
						divcnt <= divcnt + 1'b1;
						end
					end
				TXBIT1: begin
					txd <= txdat[1];
					if(divcnt == divp) begin
						divcnt <= 16'b0;
						txstate <= TXBIT2;
						end
					else begin
						divcnt <= divcnt + 1'b1;
						end
					end
				TXBIT2: begin
					txd <= txdat[2];
					if(divcnt == divp) begin
						divcnt <= 16'b0;
						txstate <= TXBIT3;
						end
					else begin
						divcnt <= divcnt + 1'b1;
						end
					end
				TXBIT3: begin
					txd <= txdat[3];
					if(divcnt == divp) begin
						divcnt <= 16'b0;
						txstate <= TXBIT4;
						end
					else begin
						divcnt <= divcnt + 1'b1;
						end
					end
				TXBIT4: begin
					txd <= txdat[4];
					if(divcnt == divp) begin
						divcnt <= 16'b0;
						txstate <= TXBIT5;
						end
					else begin
						divcnt <= divcnt + 1'b1;
						end
					end
				TXBIT5: begin
					txd <= txdat[5];
					if(divcnt == divp) begin
						divcnt <= 16'b0;
						txstate <= TXBIT6;
						end
					else begin
						divcnt <= divcnt + 1'b1;
						end
					end
				TXBIT6: begin
					txd <= txdat[6];
					if(divcnt == divp) begin
						divcnt <= 16'b0;
						txstate <= TXBIT7;
						end
					else begin
						divcnt <= divcnt + 1'b1;
						end
					end
				TXBIT7: begin
					txd <= txdat[7];
					if(divcnt == divp) begin
						divcnt <= 16'b0;
						txstate <= TXSTOP;
						end
					else begin
						divcnt <= divcnt + 1'b1;
						end
					end
				TXSTOP: begin
					txd <= 1'b1;
					rdfifo <= false;
					if(divcnt == divp) begin
						divcnt <= 16'b0;
						txstate <= IDLE;
						end
					else begin
						divcnt <= divcnt + 1'b1;
						end
					end
			endcase
			end
		end
endmodule
File: run.sh
#!/bin/bash
# OpenROAD 26Q1-2900-gdf79404cd8, Yosys 0.63+post, stock flow scripts
make -C /OpenROAD-flow-scripts/flow DESIGN_CONFIG=/design/flow/config.mk WORK_HOME=/design/flow/orfs finish
==> summary.txt <==
Width of the die = 229 um
Count of buffers from port buffering = 4
Maximum number of pins on one net before global-route repair = 53
Site Rows = 82
Mean post-synth cell area = 10.1 um^2
Number of sinks handled by clock tree synthesis = 292
Worst hold path stage count = 0
CTS clock-pin slew for the worst setup and hold paths = 70 ps
Share of flip-flops with an asynchronous set or reset = 0.565
Area Growth Syn to Fin = 12.0%
Count of synthesis-stage warnings from yosys = 21
Final standard cell area without fillers = 17400 um^2
Leakage = 6.75 nW
Hold_sp = sdio_sam.cmd_o[2]
Internal power = 3.61 mW
RSZ-0062 raised after global routing = false
Number of flops mapped to enable cells by yosys = 120
Total die area = 52600 um^2
Worst slew slack as a fraction of its limit = 0.402
Std-Cell Core Area = 50600 um^2
N_diodes = 0
Worst reg2reg path endpoint = sdio_sam.cmd_buff[27]
Pins over their slew limit = 0
Number of DRC violations after detailed routing = 0
Max-cap violations = 0
Wire length of the first global-routing pass = 56.0 mm
OpenROAD warnings = 40
Main synth FF type = sky130_fd_sc_hd__dfrtp_1
Number of vias per cell after detailed routing = 5.24
Overall fraction of global-route tracks in use = 0.131
Largest register by flop count = tx.txfifo.mem
Switch share = 0.218
Category of the critical setup timing path = reg2reg
R2r startpoint = sdio_sam.counter[5]
Post-Syn Area = 15500 um^2
Register area = 7880 um^2
Kind of launch point of the worst setup path = flip-flop
Vertical die size = 229 um
Max-area cell share = 0.258
Post-route clock skew = 8.47 ps
Maximum net fanout on the critical path = 22
Data required time at the worst endpoint = 5660 ps
Sequential cell fraction of total power = 0.488
Wire length per cell = 15.1 um
Antenna-violating nets left = 0
Max IR drop VDD = 0.000211 V
Class of the worst hold path = reg2reg
Clk pwr share = 0.505
Antenna violations before repair = 0
Result of the run = completed
Number of top-level pins = 7
Worst EP arrival = 5130 ps
Sequential share of the synthesized area = 0.508
Tally of unique sky130hd cells used after synthesis = 83
Top area cell types = sky130_fd_sc_hd__dfrtp_1 26%, sky130_fd_sc_hd__edfxtp_1 23%, sky130_fd_sc_hd__o21ai_0 4.2%
Critical path endpoint category = flip-flop
Worst hold slack = 361 ps
Via count of the first global-routing pass = 10900
Max reg flops = 64
Cell depth of the worst flop-to-flop path = 13
Total grt overflow = 0
Number of storage elements in the synthesis netlist = 292
Starting Density = 0.307
Count of final hold-check violations = 0
Instance area at placement = 16200 um^2
Ratio of cells with drive above 1 in the final layout = 0.114
Slack of the worst reg-to-reg path = 530 ps
Number of standard cells reported by yosys = 1529
Cell count after placement = 2129
CTS hold repair buffers = 0
Slew at the pin with the worst max-slew slack = 895 ps
P per Cell Area = 266 nW/um^2
Most frequent cells in the layout = 160 x sky130_fd_sc_hd__nand2_1, 160 x sky130_fd_sc_hd__dfrtp_1, 130 x sky130_fd_sc_hd__o21ai_0, 120 x sky130_fd_sc_hd__edfxtp_1, 109 x sky130_fd_sc_hd__nor2_1
Synthesized netlist cell count = 1529
Area figure in the yosys stat output = 15500 um^2
CTS resizes = 0
Final instance count without filler cells = 2193
# fillers = 4915
CTS tree = done
Buffer count from post-CTS setup fixing = 0
Endpoint of the worst hold path = sdio_ctrl.cmd_dat[2]
Drt first pass iters = 5
Final wirelength = 33.1 mm
Vias post-DR = 11500
RePlAce Congestion = 0.889
Combinational cell area excluding buffers and inverters = 7140 um^2
Post-DP HPWL = 22.2 mm
Relative contribution of combinational cells to total power = 0.007
Switching power total = 1.00 mW
Final count of negative-setup-slack endpoints = 0
Starting DRT DRC Count = 855
Largest area contributor in the synthesized netlist = sky130_fd_sc_hd__dfrtp_1
Post-route total power = 4.62 mW
Setup TNS = 0 ps
[power by group through the flow]
stage	combinational [mW]	clock (mW)	sequential (mW)
CTS	0.0351	2.38	2.25
global route	0.0390	2.47	2.25
finish	0.0324	2.33	2.25
[metrics by stage]
stage,utilization,setup WS [ps]
2_1_floorplan,-,1220
3_3_place_gp,0.320,549
3_5_place_dp,0.320,549
4_1_cts,0.344,507
5_1_grt,0.344,250
6_report,0.344,530
[worst max-delay path: stages, from the launching register on]
cell and delay (ps):
sky130_fd_sc_hd__dfrtp_1 510, sky130_fd_sc_hd__ha_1 380, sky130_fd_sc_hd__or4_1 590, sky130_fd_sc_hd__or4_1 460
sky130_fd_sc_hd__mux2_2 240, sky130_fd_sc_hd__a32oi_1 50, sky130_fd_sc_hd__or4_1 540, sky130_fd_sc_hd__nor4_1 290
sky130_fd_sc_hd__nand4_1 170, sky130_fd_sc_hd__a2111oi_2 260, sky130_fd_sc_hd__nand4_2 200, sky130_fd_sc_hd__buf_4 280
sky130_fd_sc_hd__nor4b_1 380, sky130_fd_sc_hd__mux2_2 370
[cell families after synthesis]
kind of cell / synth area share
and+or+nand+nor: 0.211
AOI/OAI and AO/OA: 0.143
DFF: 0.508
buffers and inverters: 0.0330
muxes: 0.0509
xor gates and xnor gates: 0.0288
adders and majority gates: 0.0255
[how the worst max path moves through the flow]
stage | startpoint | endpoint | slack (ps) | cells after the start
5_1_grt | sdio_sam.counter[12] | sdio_sam.cmd_buff[27] | 250 | 12
4_1_cts | sdio_sam.counter[5] | sdio_sam.cmd_buff[27] | 510 | 13
6_report | sdio_sam.counter[5] | sdio_sam.cmd_buff[27] | 530 | 13
[synthesized netlist by cell type, types with 7 or more instances]
cell type	n
sky130_fd_sc_hd__a211oi_1	7
sky130_fd_sc_hd__a21o_1	8
sky130_fd_sc_hd__a21oi_1	39
sky130_fd_sc_hd__a221oi_1	12
sky130_fd_sc_hd__a222oi_1	10
sky130_fd_sc_hd__a22o_1	13
sky130_fd_sc_hd__a31oi_1	23
sky130_fd_sc_hd__and2_1	14
sky130_fd_sc_hd__and3_1	28
sky130_fd_sc_hd__buf_1	9
sky130_fd_sc_hd__buf_2	10
sky130_fd_sc_hd__clkbuf_1	76
sky130_fd_sc_hd__dfrtp_1	160
sky130_fd_sc_hd__dfxtp_1	7
sky130_fd_sc_hd__edfxtp_1	120
sky130_fd_sc_hd__ha_1	30
sky130_fd_sc_hd__inv_1	32
sky130_fd_sc_hd__mux2_1	19
sky130_fd_sc_hd__mux2_2	32
sky130_fd_sc_hd__mux2i_1	17
sky130_fd_sc_hd__nand2_1	160
sky130_fd_sc_hd__nand2b_1	10
sky130_fd_sc_hd__nand3_1	101
sky130_fd_sc_hd__nand3b_1	8
sky130_fd_sc_hd__nand4_1	35
sky130_fd_sc_hd__nor2_1	110
sky130_fd_sc_hd__nor2b_1	8
sky130_fd_sc_hd__nor3_1	37
sky130_fd_sc_hd__nor4_1	29
sky130_fd_sc_hd__nor4_2	20
sky130_fd_sc_hd__o211ai_1	11
sky130_fd_sc_hd__o21ai_0	130
sky130_fd_sc_hd__o22ai_1	8
sky130_fd_sc_hd__o31ai_1	15
sky130_fd_sc_hd__or3_1	15
sky130_fd_sc_hd__or4_1	12
sky130_fd_sc_hd__xnor2_1	34
sky130_fd_sc_hd__xor2_1	17
[routing by layer]
layer	track usage	up-vias	routed length, um
met4	0.0163	0	365
met2	0.201	273	15200
met3	0.0320	28	1820
met1	0.200	5513	15700
li1	-	5678	-
met5	0	-	0
[area by class of cell]
cell class / instances / share of cell area
Timing Repair Buffer: 25 / 0.0114
Clock inverter: 29 / 0.0185
Clock buffer: 35 / 0.0504
Inverter: 32 / 0.00691
Tap cell: 672 / 0.0484
Multi-Input combinational cell: 1108 / 0.411
Sequential cell: 292 / 0.453
Power figures rest on the tool's default switching activity, not on a simulated workload.
